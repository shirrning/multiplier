## flow/design.v

```verilog
`timescale 1ns / 1ps
module booth4_multiplier(clk,rst,start_sig,A,B,done_sig,product);
input clk;
input rst;
input start_sig;
input [7:0]A;
input [7:0]B;
output done_sig;
output [15:0]product;
reg [3:0]stage;
reg [3:0]i;
reg [7:0]a;
reg [7:0]_a;
reg [16:0]p;
reg is_done;
always @( posedge clk or negedge rst )
    if(!rst)
        begin 
            a<=4'b0;
            _a<=4'b0;
            p<=16'b0;
            is_done<=1'b0;
            i<=4'b0;
            stage<=4'b0;
        end
    else if(start_sig)
        case (stage)
            0:
                begin a<=A;_a<=(~A +1);p<={8'b0,B,1'b0};stage<=1'b1; end
            1:
                if(i == 4) begin i<=4'b0; stage<=4'd5; end
                else if (p[2:0] == 3'b001 || p[2:0] == 3'b010) begin p<={p[16:9]+a,p[8:0]};stage<=stage +1'b1; end
                else if (p[2:0] == 3'b101|| p[2:0] == 3'b110) begin p<={p[16:9]+_a,p[8:0]};stage<=stage+ 1'b1; end
                else if (p[2:0] == 3'b011) begin stage<= 3'd3; end
                else if (p[2:0] == 3'b100) begin stage <=3'd4;end
                else stage <= stage + 1'b1;
            2:
                begin p<={p[16],p[16],p[16:2]};i<=i+1'b1;stage<=4'b1; end
            3:
                begin p<={p[16],p[16:1]}; p<= {p[16:9]+a,p[8:0]};p<={p[16],p[16:1]}; i <=i + 1;stage<=4'd1;end 
            4:
                begin p<={p[16],p[16:1]}; p<={p[16:9]+_a,p[8:0]};p<={p[16],p[16:1]}; i<=i + 1;stage <= 4'd1;end
            5:
                begin is_done <=1'b1; stage <= 4'b0; end
        endcase
        assign done_sig = is_done;
        assign product = p[16:1];
endmodule
```

## flow/run.sh

```bash
#!/bin/bash
# OpenROAD 26Q1-2900-gdf79404cd8, Yosys 0.63+post, stock flow scripts
make -C /OpenROAD-flow-scripts/flow DESIGN_CONFIG=/design/flow/config.mk WORK_HOME=/design/flow/orfs finish
```

## flow/config.mk

```make
export PLATFORM = sky130hd
export DESIGN_NAME = booth4_multiplier
export DESIGN_NICKNAME = booth4_multiplier
export VERILOG_FILES = /design/flow/design.v
export SDC_FILE = /design/flow/constraint.sdc
export NUM_CORES = 4
export LEC_CHECK = 1
export CORE_UTILIZATION = 30
```

## flow/constraint.sdc

```tcl
current_design booth4_multiplier

set clk_period 4.8
set clk_io_pct 0.2

create_clock -name clk0 -period $clk_period [get_ports {clk}]

set non_clock_inputs [all_inputs -no_clocks]
set_input_delay [expr $clk_period * $clk_io_pct] -clock clk0 $non_clock_inputs
set_output_delay [expr $clk_period * $clk_io_pct] -clock clk0 [all_outputs]
```

==> results.yml <==
# physical design summary
logic_synthesis:
  yosys_warnings: 1
  synth_area_um2: 2750
  yosysSeqAreaShare_pct: 37.3
  top_area_cell: "dfrtp_1"
  synth_flops: 41
  ys_async_sr_fraction_pct: 100
  ys_cells: 292
  most_common_cell: "dfrtp_1"
  yosys_area_um2: 2750
  synth_area_per_cell_um2: 9.43
  topCellsByArea: "dfrtp_1 37%, ha_1 6.8%, o21ai_0 5.6%"
  ys_types: 55
  edf_count: 0
  ff_type: "dfrtp_1"
  netlist.area_leader.share_pct: 37.3
  yosys-top-cells-count: "41 x dfrtp_1, 36 x nand2_1, 31 x o21ai_0"
  syn_inst: 292
clock_network:
  cts_tree: "built"
  cts_hold_buffers: 0
  cts_setup_buffers: 0
  clock_sinks: 41
  clockBufferDepth: 2
  numCtsBuffers: 5
  cts_resized: 0
  clk_pin_slew_ns: 0.09
  root_buffer: "clkbuf_8"
  worstSkewPairLatency_ns: 0.30
  cts.htree.levels: 2
detailed_routing:
  vias: 2151
  drt_iter0_drc: 196
  routed_wl_mm: 5.72
  drt-pass1-iter-count: 5
  drc: 0
  antenna_cells: 0
  ant_nets: 0
  routedWlPerCell_um: 13.8
  via_per_inst: 5.18
setup_path:
  worstPathArrival_ns: 3.27
  critPathMaxFanout: 10
  slowest_delay_ns: 0.50
  crit_path_end_kind: "flip-flop"
  regToRegSetupSlack_ns: 1.77
  cpMaxStageDelayCell: "dfrtp_1"
  r2r-end: "p[15]"
  path_cells: "xnor2_2 -> nor2_1 -> mux2_2 -> ha_1 -> nor2b_1 -> o31a_1 -> or4_1 -> nand3_1 -> mux2_4"
  r2r-start: "p[1]"
  rr_worst_depth: 9
  critPathKind: "reg2reg"
  path_buffers: 0
  worstPathRequired_ns: 5.03
  setup.worst_path.start_class: "flip-flop"
  cpLargestDelayFamily: "simple AND/OR/NAND/NOR gates"
run:
  warnings: 30
  cap_violations: 0
hold_path:
  min_from: "_a[5]"
  hold_path_class: "reg2reg"
  whs_endpoint: "_a[5]"
  min_path_cells: 2
global_routing:
  first_global_vias: 1902
  grt_first_pass_wirelength_mm: 9.67
  track_usage_pct: 12.6
  grt_max_degree: 42
  grt-ovfl-total: 0
  antenna_found_initial: 0
sta:
  tns_ns: 0
  drv_slew: 0
  setup_viol: 0
  worstMarginPinSlew_ns: 0.845
  fmax_ghz: 0.330
  hold_slack_ns: 0.477
  relSlewSlack_pct: 43.5
  finalClockPeriodUsage_pct: 63.2
  fin_worst_skew_ns: 0.0134
  period_minus_slack_ns: 3.03
  rsz0062_at_grt: "no"
  hold_viol_final: 0
layout:
  fin_cells: 415
  area_delta_synth_final_pct: 16.0
  drive_gt1_share_pct: 11.4
  final_area_um2: 3190
outcome:
  status: "finished clean"
power:
  clkPwrFrac_pct: 16.1
  power.density_nw_per_um2: 646
  combPwrFrac_pct: 52.6
  seq_power_share_pct: 31.3
  p_sw_share_pct: 39.8
  p_leak_uw: 0.00135
  p_int_uw: 1240
  ir_drop_v: 0.000217
  power.net_switching_uw: 821
place:
  routabilityCongestion: 0.819
  placed_cell_area_um2: 3060
  place_inst: 407
  port_buffers: 35
  hpwl_mm: 4.25
floorplanning:
  ioPinCount: 36
  die_y_um: 97.8
  rows: 34
  core_area_um2: 8810
  die_area_um2: 9560
  initial_core_util_pct: 31.3
  die_x_um: 97.8
[cell families after synthesis]
kind of cell,Yosys count,share of synthesized area [%]
AOI/OAI and AO/OA,85,21.3
buffers and inverters,43,8.59
and+or+nand+nor,82,15.7
adders and majority gates,16,7.55
muxes,14,5.86
DFF,41,37.3
xor gates and xnor gates,11,3.77
[cells in the final DEF, fill, tap and decap left out, types with 3 or more instances in the layout]
| cell | Yosys | routed |
|---|---|---|
| o22ai_1 | 3 | 3 |
| clkbuf_8 | 0 | 5 |
| nor3_1 | 5 | 5 |
| a21oi_1 | 13 | 13 |
| nor2b_1 | 4 | 4 |
| xor2_1 | 6 | 6 |
| a22oi_1 | 5 | 5 |
| inv_1 | 13 | 13 |
| clkdlybuf4s50_1 | 0 | 34 |
| o21ai_0 | 31 | 31 |
| xnor2_1 | 4 | 4 |
| nand3_1 | 8 | 8 |
| nand2_1 | 36 | 36 |
| ha_1 | 15 | 15 |
| a222oi_1 | 10 | 10 |
| o31ai_1 | 3 | 3 |
| nor2_1 | 9 | 9 |
| mux2_2 | 13 | 13 |
| dfrtp_1 | 41 | 41 |
| o21a_1 | 3 | 3 |
[state kept, by name, summed over array words and instances (netlist names)]
signal / cells
p: 17
_a: 8
a: 7
i: 4
stage: 4
is_done: 1
[worst register-to-register path, cell delays in order, from the launching register on]
cell,delay (ns)
dfrtp_1,0.50
xnor2_2,0.26
nor2_1,0.41
mux2_2,0.41
ha_1,0.28
nor2b_1,0.14
o31a_1,0.26
or4_1,0.48
nand3_1,0.08
mux2_4,0.13
[power groups by stage]
stage / clock network (uW) / logic, uW / registers (uW)
finish: 332 / 1080 / 647
global route: 348 / 1220 / 672
CTS: 338 / 1090 / 647
[stage by stage]
stage                     total power [uW]  utilization, %  worst slack [ns]
final                                 2060            36.3              1.77
after global routing                  2240            36.3              1.59
after CTS                             2080            36.3              1.77
after detailed placement              1740            34.8              1.78
after global placement                1740            34.8              1.81
after floorplan                       1480               -              2.01
[how the worst max path moves through the flow]
stage / cells after the start / endpoint / start
4_1_cts: 9 / p[15] / p[1]
5_1_grt: 9 / p[15] / p[1]
6_report: 9 / p[15] / p[1]
[layer usage]
layer | vias up | global-route usage [%] | part of all wire [%]
li1 | 1078 | - | -
met1 | 999 | 19.8 | 47
met5 | - | 0 | 0
met3 | 6 | 1.60 | 5.5
met4 | 0 | 1.17 | 1.2
met2 | 68 | 19.9 | 47
[final cells by class]
class                           count  area, um^2
Timing Repair Buffer               37         360
Fill cell                         859        5610
Clock buffer                        5        68.8
Multi-Input combinational cell    208        1490
Tap cell                          108         135
Sequential cell                    41        1030
Clock inverter                      3        65.1
Inverter                           13        48.8
Power and IR drop assume default switching activity.
